<file path="flow/constraint.sdc">
current_design rand_x_y

set clk_period 17.8
set clk_io_pct 0.2

create_clock -name clk0 -period $clk_period [get_ports {CLOCK}]

set non_clock_inputs [all_inputs -no_clocks]
set_input_delay [expr $clk_period * $clk_io_pct] -clock clk0 $non_clock_inputs
set_output_delay [expr $clk_period * $clk_io_pct] -clock clk0 [all_outputs]
</file>
<file path="flow/design.v">
`timescale 1ns / 1ps
module rand_x_y(
    input CLOCK, eat, start,
    output [6:0] x, y
    );
    reg [399:0] list = 400'b0101101011100100100010001001000000000111100101010101011001101101110100110101101100011111010010101010111110001110110011111101010000010101101101110101010011111111100110000100110010101000110000101001011001010000000001010110111011010101010011000101010100010111111100011101110010110110111010101000010110110101001010101010101010001010001011111111111000011100110010001000000111101010010101000010101010101010;
    reg temp;
    always @ (posedge CLOCK) begin
        if (start || eat) begin
            temp = list[399];
            list = list << 1;
            list = list + temp;
        end
    end
    assign x = (list[256:250]%30)*2 + 18;
    assign y = (list[64:58]%30)*2 + 2;
endmodule
</file>
<file path="flow/config.mk">
export PLATFORM = sky130hd
export DESIGN_NAME = rand_x_y
export DESIGN_NICKNAME = rand_x_y
export VERILOG_FILES = /design/flow/design.v
export SDC_FILE = /design/flow/constraint.sdc
export NUM_CORES = 4
export LEC_CHECK = 1
export CORE_UTILIZATION = 50
</file>
<file path="flow/run.sh">
#!/bin/bash
# OpenROAD 26Q1-2900-gdf79404cd8, Yosys 0.63+post, stock flow scripts
make -C /OpenROAD-flow-scripts/flow DESIGN_CONFIG=/design/flow/config.mk WORK_HOME=/design/flow/orfs finish
</file>
==> impl_metrics.ini <==
; synthesis and place-and-route metrics
[synthesis]
avgSynthCellArea_um2 = 23.89
top_area_share_pct = 92.59
syn-cell-area_mm2 = 0.01297
ys.flops = 400
yosysTopAreaCell = edfxtp_1
synth-async-reset-ratio_pct = 0
synth_seq_share_pct = 92.59
edf_count = 400
yosys-stat-cells = 543
syn_inst = 543
yosys_area_mm2 = 0.01297
ys_types = 49
synth_warnings = 1
area_leaders = edfxtp_1 (93%), ha_1 (0.77%), xnor2_1 (0.54%), a21oi_1 (0.39%), nand2_1 (0.38%)
flop_cell = edfxtp_1

[power]
ir_drop_mv = 0.08366
total_power_uw = 2024
leakage_uw = 0.005094
power_density_mw_per_mm2 = 138.2

[global_routing]
grt_use_met1_pct = 27.73
grt_usage_pct = 13.68
grt_pass1_vias = 5051
grt_pass1_wl_mm = 25.43
grt_max_degree = 74
grt.busiest_layer = met1
use_met2_pct = 14.84
antenna_found_initial = 0
grt-ovfl-total = 0
grtUsageMet3_pct = 8.070

[clock_network]
hold_buffers = 0
h-tree-depth = 2
cts_resized = 0
post_cts_buffers = 0
root_buffer = clkbuf_16
cts_tree = built
cts_buffers = 40
worstSkewPairLatency_ps = 510
cts_buffer_depth = 3
cts_sinks = 400
clk_pin_slew_ps = 60

[floorplanning]
rows = 58
core_region_area_mm2 = 0.02533
ios = 17
chipArea_mm2 = 0.02659
die_y_um = 163.1
fp_util_pct = 51.22
die_x_um = 163.1

[setup_path]
start_kind = register
r2r-end = list[65]
crit_chain = nand3_2 -> inv_1 -> ha_1 -> nand2_1 -> o311a_1 -> or3_4 -> ha_1 -> and2_1 -> a22oi_1 -> xnor2_2 -> nand3_1 -> xnor2_1 -> clkdlybuf4s50_1
slowest_delay_ps = 660
required_ps = 14240
reg2reg_from = list[64]
crit_top_cell = ha_1
cp_max_fo = 16
cp-end-kind = primary output
timing.setup.critical_path_class = register to primary output
crit_slowest_cell = edfxtp_1
reg2reg_depth = 0
arrival_ps = 3950
r2r_slack_ps = 16800

[run]
warning_count = 25
maxCapViolCount = 0

[timing]
rsz0062_at_grt = no
max_freq_mhz = 133.2
max_slew_margin_pct = 43.39
tightest_slew_ps = 849.1
hold_viol = 0
clock_skew_ps = 15.62
slew_viol_final = 0
finalSetupViolCount = 0
final.setup.tns_ps = 0
finalCritPeriodShare_pct = 42.18
layout_min_cycle_time_ps = 7509

[placement]
port_buffers = 14
place_congestion = 0.9158
dp_hpwl_mm = 6.295

[route]
drc = 0
via_per_inst = 5.265
firstDrtPassIters = 4
dr_total_vias = 4986
wl_mm = 15.06
ant_nets = 0
num_antenna_cells = 0
avgRoutedWirePerCell_um = 15.90
drt_iter0_drc = 455

[layout]
filler_cell_count = 1737
syn2layout_area_growth_pct = 12.92
largest_register_ffs = 400
final_layout_size_suffix_gt1_share_pct = 9.238

[worst_hold_path]
hold_end = list[8]
min_from = list[7]
whs_path_depth = 0
hp-class = register to register

[outcome]
outcome = finished, final reports clean
-- layout by cell type (no fill, tap or decap), types with 8 or more instances in the layout --
cell	netlist	layout
xnor2_1	8	8
a21oi_1	10	10
edfxtp_1	400	400
clkbuf_1	1	10
ha_1	8	8
clkdlybuf4s50_1	0	14
clkinv_1	0	12
nand2_1	13	13
clkbuf_16	0	41
-- report_power, final --
group | switching (µW) | leakage, µW | internal [µW]
Combinational | 39.3 | 0.000437 | 37.0
Sequential | 39.2 | 0.00410 | 1170
Clock | 310 | 0.000562 | 432
-- stage by stage --
stage	util, %	setup slack (ps)	hold WS, ps	instance area [µm²]	std cells
final	57.84	10290	406.7	14650	947
after global routing	57.84	10120	413.7	14650	947
after CTS	57.84	10310	402.8	14650	947
after detailed placement	53.29	10870	404.5	13500	880
after global placement	53.29	11000	405.7	13500	880
after floorplan	-	8849	400.3	12980	544
-- final cells by class --
type                       instances  area, µm²  area share, %
inverter                           6      22.52         0.1537
clock buffer                      51       1064          7.260
multi-input combinational        125      870.8          5.945
sequential                       400      12010          82.00
tap                              330      412.9          2.819
timing repair buffer              19      177.7          1.213
clock inverter                    16      90.09         0.6150
-- Yosys cell counts, types with 4 or more instances --
| library cell | count |
|---|---|
| xnor2_1 | 8 |
| o21ai_0 | 6 |
| o21ai_1 | 4 |
| nand3_1 | 5 |
| ha_1 | 8 |
| nand2_1 | 13 |
| buf_4 | 4 |
| xor2_1 | 5 |
| edfxtp_1 | 400 |
| inv_1 | 6 |
| buf_2 | 8 |
| a21oi_1 | 10 |
| nor3_1 | 4 |
| a31oi_1 | 6 |
| nor2_1 | 6 |
-- worst max-delay path: cells and delay by family (launching register included) --
kind,cells,cell delay (ps)
compound gates,2,540
xor+xnor,2,320
buf+inv,2,600
simple gates,5,880
fa+ha+maj,2,410
flops,1,660
-- kinds of logic after synthesis --
kind of cell    Yosys count  share of synthesized area, %
flops                   400                         92.59
compound gates           50                         2.614
simple gates             50                         2.170
buf+inv                  19                        0.7427
xor+xnor                 14                         1.003
fa+ha+maj                 8                        0.7716
other cells               1                       0.02891
mux                       1                       0.07716
-- per-layer routing --
layer | routed length [µm] | vias up | part of all wire [%]
met3 | 1728 | 39 | 11
met1 | 7187 | 2428 | 48
met4 | 434 | 0 | 2.9
met5 | 0 | - | 0
li1 | - | 2273 | -
met2 | 5711 | 246 | 38
-- worst max path at each step --
stage                    start  endpoint  slack, ps
after CTS             list[63]      y[6]      10310
after global routing  list[63]      y[6]      10120
final                 list[63]      y[6]      10290
Power and IR drop assume default switching activity.
