[flow/config.mk]
export PLATFORM = sky130hd
export DESIGN_NAME = slow_clock
export DESIGN_NICKNAME = slow_clock
export VERILOG_FILES = /design/flow/design.v
export SDC_FILE = /design/flow/constraint.sdc
export NUM_CORES = 4
export LEC_CHECK = 1
export CORE_AREA = 10 10 106 106
export DIE_AREA = 0 0 116 116
[flow/design.v]
`timescale 1ns / 1ps
module slow_clock(
    input CLOCK,
    output reg [35:0] COUNTER = 0
    );
    always @ (posedge CLOCK) begin
        COUNTER = COUNTER + 1;
    end
endmodule
[flow/constraint.sdc]
current_design slow_clock

set clk_period 7.8
set clk_io_pct 0.2

create_clock -name clk0 -period $clk_period [get_ports {CLOCK}]

set non_clock_inputs [all_inputs -no_clocks]
set_input_delay [expr $clk_period * $clk_io_pct] -clock clk0 $non_clock_inputs
set_output_delay [expr $clk_period * $clk_io_pct] -clock clk0 [all_outputs]
[flow/run.sh]
#!/bin/bash
# OpenROAD 26Q1-2900-gdf79404cd8, Yosys 0.63+post, stock flow scripts
make -C /OpenROAD-flow-scripts/flow DESIGN_CONFIG=/design/flow/config.mk WORK_HOME=/design/flow/orfs finish
==> out/summary.txt <==
Outcome -> completed
Total track usage -> 0.0546
Synth Seq Share -> 0.495
Post-CTS setup buffer count -> 0
Tot Pwr -> 313 µW
Minimum clock period -> 2840 ps
Post-CTS Resized -> 0
Worst VDD drop -> 73.8 µV
Max Cap Violations -> 0
Starting Density -> 0.164
Clk sinks -> 36
Placed Instance Area -> 1950 µm²
Leakage Power -> 0.627 nW
Top delay family on crit path -> buffers and inverters
I/O pin cnt -> 37
Tally of OpenROAD warnings -> 25
Final Instance Area -> 2040 µm²
Skew final -> 8.00 ps
CTS H-Tree Depth -> 2
Dominant cell by count in the synthesized netlist -> dfxtp_1
Pwr Density -> 154 nW/µm²
Maximum number of pins on one net before global-route repair -> 13
Row cnt -> 34
CP max-delay cell -> clkdlybuf4s50_1
Crit path DRT -> 6240 ps
Max Clk Rate -> 353 MHz
Worst hold slack -> 432 ps
Vias/cell -> 3.84
DRT iter0 DRCs -> 34
First-pass GRT wire length -> 5840 µm
EDFF count, synth -> 0
RR Endpoint -> COUNTER[26]$_DFF_P_
Max FFs per register -> 36
Post-CTS Hold Buffers -> 0
Die ar. -> 13,500 µm²
Startpoint class of the critical path -> flip-flop
Synthesis-to-layout area growth -> 40.1%
R2r worst-path depth -> 5
Syn Area/Cell -> 10.2 µm²
Clock latency on the worst-skew pair -> 290 ps
Cells after synthesis -> 142
Core footprint -> 8850 µm²
Yosys xor share -> 0.205
Worst Path Max Fanout -> 6
Fin. max-slew vios -> 0
WL/cell -> 12.2 µm
Final WS setup -> 4960 ps
Warnings from Yosys -> 1
Pre-CTS setup slack -> 5260 ps
Synth area leaders -> dfxtp_1 (50%), xnor2_1 (16%), nand4_1 (7.3%)
Die height -> 116 µm
Post-Synth Simple-Gate Area -> 0.279
Critical path depth -> 1
Post-synthesis async set-or-reset flop share -> 0
Endpoint type of the worst setup path -> primary output
Max clock buf depth -> 2
Cell type with the largest total area -> dfxtp_1
Top cell area share -> 0.495
Worst-Margin Slew -> 681 ps
Root buf cell -> clkbuf_8
Drt pass-1 iters -> 4
Ao+oa area frac -> 0
Setup_tns -> 0 ps
Yosys cell types -> 21
Overflow after GRT -> 0
Crit path DAT -> 1280 ps
Critical Path Max Stage Delay -> 520 ps
PortBufs -> 36
Mux cell area share -> 0
Main logic family -> simple AND/OR/NAND/NOR gates
CP Capture Point -> COUNTER[3]
Max-slew headroom -> 0.544
CTS Buf Count -> 5
DR DRC count -> 0
HPWL after DPL -> 2770 µm
Final period util -> 0.364
Clock slew at reported path FFs -> 80 ps
TritonCTS clock tree -> yes
Final wirelength -> 3570 µm
Yosys reg bits -> 36
Worst hold path type -> reg2reg
RSZ-0062 raised after global routing -> false
Vias in the first global route -> 1,126
Crit path kind -> reg2out
Synth Cell Area -> 1460 µm²
RD Place Congestion -> 0.754
CP Launch Point -> COUNTER[3]$_DFF_P_
R2r startpoint -> COUNTER[0]$_DFF_P_
Critical path buffers and inverters -> 1
Via count -> 1,130
Layout cells sized above 1 -> 0.0914
Diode count -> 0
Fa+ha+maj area frac -> 0.00860
Final setup violation count -> 0
Yosys Chip Area -> 1460 µm²
R2R setup slack -> 5910 ps
Final Hold Vio Count -> 0
Ys cells -> 142
DRT antenna net count -> 0
CP cell instances -> clkdlybuf4s50_1
Die width -> 116 µm
Ys flop type -> dfxtp_1
Initial antenna violation count -> 0
Commonest cells in the netlist -> dfxtp_1 (36), xnor2_1 (26), nand4_1 (17)
-- layout make-up --
cell class              count  area (µm²)
multi-input cells         102         716
well taps                 108         135
flip-flops and latches     36         721
fillers                   972        6810
inverters                   3        11.3
clock inverters             3        18.8
clock buffers               5        68.8
repair buffers             37         368
-- where the power goes --
part | switching (mW) | internal [mW] | leakage (nW)
sequential | 0 | 0.184 | 0.290
combinational | 0 | 0 | 0.290
clock | 0.0673 | 0.0622 | 0.0479
total | 0.0673 | 0.246 | 0.627
-- layer usage --
metal	share of wire	GRT usage
met5	0	0
met4	0.0067	0.00667
met2	0.43	0.0819
met1	0.44	0.0716
met3	0.12	0.0272
-- metrics by stage --
stage                      util  instances
after CTS                 0.230        294
after floorplan               -        142
after global routing      0.230        294
after detailed placement  0.220        286
after global placement    0.220        286
final                     0.230        294
-- kinds of logic after synthesis --
group,after synthesis
buf+inv,4
simple gates,67
flops,36
fa+ha+maj,1
xor+xnor,34
-- placed cells by master (no fill, tap or decap) --
cell type / n
xnor2_1: 26
nand2_1: 16
ha_1: 1
and4_2: 1
nor3_1: 3
clkbuf_8: 5
dfxtp_1: 36
nor4_4: 2
nand4_1: 17
nor2_1: 9
or3_1: 1
nand3_1: 6
and2_2: 1
clkinv_2: 2
xor2_1: 8
nand2b_1: 1
inv_1: 3
and3_1: 2
clkdlybuf4s50_1: 36
nand3_2: 3
clkinv_4: 1
nand3_4: 1
and4_1: 1
nor4_1: 3
buf_4: 1
-- worst min path at each step --
| stage | end | depth (start not counted) | start | slack [ps] |
|---|---|---|---|---|
| after CTS | COUNTER[0]$_DFF_P_ | 1 | COUNTER[0]$_DFF_P_ | 440 |
| after global routing | COUNTER[0]$_DFF_P_ | 1 | COUNTER[0]$_DFF_P_ | 470 |
| final | COUNTER[0]$_DFF_P_ | 1 | COUNTER[0]$_DFF_P_ | 430 |
Power figures rest on the tool's default switching activity, not on a simulated workload.
